==> flow/config.mk <==
export PLATFORM = sky130hd
export DESIGN_NAME = CONTROL_UNIT
export DESIGN_NICKNAME = CONTROL_UNIT
export VERILOG_FILES = /design/flow/design.v
export SDC_FILE = /design/flow/constraint.sdc
export NUM_CORES = 4
export LEC_CHECK = 1
export CORE_AREA = 10 10 72 72
export DIE_AREA = 0 0 82 82
==> flow/design.v <==
module CONTROL_UNIT (
    output reg[22:0] id_signal,
    input[31:0] instruction
);
    reg[1:0] ID_source_registers; 
    reg[3:0] ID_ALU_op;
    reg ID_load_instr;
    reg ID_RF_enable;
    reg ID_S2;
    reg ID_S1;
    reg ID_S0;
    reg[2:0] ID_branchType;
    reg[1:0] ID_Size;
    reg ID_E;
    reg ID_SE;
    reg ID_RW;
    reg ID_dataMemAddressInput;
    reg ID_AUIPC;
    reg ID_JALR;
    reg ID_JAL;
    always@(instruction) begin
        ID_source_registers = 0;
        ID_ALU_op = 0;
        ID_load_instr = 0;
        ID_RF_enable = 0;
        ID_S2 = 0;
        ID_S1 = 0;
        ID_S0 = 0;
        ID_branchType = 0;
        ID_Size = 0;
        ID_E = 0;
        ID_SE = 0;
        ID_RW = 0;
        ID_dataMemAddressInput = 0;
        ID_AUIPC = 0;
        ID_JALR = 0;
        ID_JAL = 0;
        case (instruction[6:0])
            7'b0010011: begin
                            if(instruction[14:12] == 3'b000) begin
                                    ID_load_instr = 0;
                                    ID_ALU_op = 4'b0010;     
                                    ID_RF_enable = 1;        
                                    ID_S2 = 0;
                                    ID_S1 = 0;
                                    ID_S0 = 1;
                                    ID_source_registers = 2'b01;
                            end
                            else if(instruction[14:12] == 3'b010) begin
                                    ID_load_instr = 0;
                                    ID_ALU_op = 4'b1000;     
                                    ID_RF_enable = 1;        
                                    ID_S2 = 0;
                                    ID_S1 = 0;
                                    ID_S0 = 1;
                                    ID_source_registers = 2'b01;
                            end
                            else if(instruction[14:12] == 3'b011) begin
                                    ID_load_instr = 0;
                                    ID_ALU_op = 4'b1001;     
                                    ID_RF_enable = 1;        
                                    ID_S2 = 0;
                                    ID_S1 = 0;
                                    ID_S0 = 1;
                                    ID_source_registers = 2'b01;
                            end
                            else if(instruction[14:12] == 3'b111) begin
                                    ID_load_instr = 0;
                                    ID_ALU_op = 4'b1010;     
                                    ID_RF_enable = 1;        
                                    ID_S2 = 0;
                                    ID_S1 = 0;
                                    ID_S0 = 1;
                                    ID_source_registers = 2'b01;
                            end
                            else if(instruction[14:12] == 3'b110) begin
                                    ID_load_instr = 0;
                                    ID_ALU_op = 4'b1011;     
                                    ID_RF_enable = 1;        
                                    ID_S2 = 0;
                                    ID_S1 = 0;
                                    ID_S0 = 1;
                                    ID_source_registers = 2'b01;
                            end
                            else if(instruction[14:12] == 3'b100) begin
                                    ID_load_instr = 0;
                                    ID_ALU_op = 4'b1100;     
                                    ID_RF_enable = 1;        
                                    ID_S2 = 0;
                                    ID_S1 = 0;
                                    ID_S0 = 1;
                                    ID_source_registers = 2'b01;
                            end
                            else if(instruction[14:12] == 3'b100) begin
                                    ID_load_instr = 0;
                                    ID_ALU_op = 4'b0101;     
                                    ID_RF_enable = 1;        
                                    ID_S2 = 0;
                                    ID_S1 = 0;
                                    ID_S0 = 1;
                                    ID_source_registers = 2'b01;
                            end
                            else if(instruction[14:12] == 3'b101 && instruction[31:25] == 7'b0000000) begin
                                    ID_load_instr = 0;
                                    ID_ALU_op = 4'b0110;     
                                    ID_RF_enable = 1;        
                                    ID_S2 = 0;
                                    ID_S1 = 0;
                                    ID_S0 = 1;
                                    ID_source_registers = 2'b01;
                            end
                            else if(instruction[14:12] == 3'b101 && instruction[31:25] == 7'b0100000) begin
                                    ID_load_instr = 0;
                                    ID_ALU_op = 4'b0111;     
                                    ID_RF_enable = 1;        
                                    ID_S2 = 0;
                                    ID_S1 = 0;
                                    ID_S0 = 1;
                                    ID_source_registers = 2'b01;
                            end
                        end
            7'b0110111: begin
                            ID_S2 = 0;
                            ID_S1 = 1;
                            ID_S0 = 1;
                            ID_ALU_op = 4'b0000;    
                            ID_RF_enable = 1;        
                            ID_source_registers = 2'b00;
                        end
            7'b0010111: begin
                            ID_S2 = 0;
                            ID_S1 = 1;
                            ID_S0 = 1;
                            ID_ALU_op = 4'b0010;    
                            ID_RF_enable = 1;        
                            ID_source_registers = 2'b00;
                            ID_AUIPC = 1;
                        end
            7'b0110011: begin
                            if(instruction[14:12] == 3'b000 && instruction[31:25] == 7'b0000000) begin
                                ID_load_instr = 0;
                                ID_ALU_op = 4'b0010;     
                                ID_RF_enable = 1;        
                                ID_S2 = 0;
                                ID_S1 = 0;
                                ID_S0 = 0;
                                ID_source_registers = 2'b10;
                            end
                            else if(instruction[14:12] == 3'b000 && instruction[31:25] == 7'b0100000) begin
                                ID_load_instr = 0;
                                ID_ALU_op = 4'b0011;     
                                ID_RF_enable = 1;        
                                ID_S2 = 0;
                                ID_S1 = 0;
                                ID_S0 = 0;
                                ID_source_registers = 2'b10;
                            end
                            else if(instruction[14:12] == 3'b010) begin
                                ID_load_instr = 0;
                                ID_ALU_op = 4'b1000;     
                                ID_RF_enable = 1;        
                                ID_S2 = 0;
                                ID_S1 = 0;
                                ID_S0 = 0;
                                ID_source_registers = 2'b10;
                            end
                            else if(instruction[14:12] == 3'b011) begin
                                ID_load_instr = 0;
                                ID_ALU_op = 4'b1001;     
                                ID_RF_enable = 1;        
                                ID_S2 = 0;
                                ID_S1 = 0;
                                ID_S0 = 0;
                                ID_source_registers = 2'b10;
                            end
                            else if(instruction[14:12] == 3'b111) begin
                                ID_load_instr = 0;
                                ID_ALU_op = 4'b1010;     
                                ID_RF_enable = 1;        
                                ID_S2 = 0;
                                ID_S1 = 0;
                                ID_S0 = 0;
                                ID_source_registers = 2'b10;
                            end
                            else if(instruction[14:12] == 3'b110) begin
                                ID_load_instr = 0;
                                ID_ALU_op = 4'b1011;     
                                ID_RF_enable = 1;        
                                ID_S2 = 0;
                                ID_S1 = 0;
                                ID_S0 = 0;
                                ID_source_registers = 2'b10;
                            end
                            else if(instruction[14:12] == 3'b100) begin
                                ID_load_instr = 0;
                                ID_ALU_op = 4'b1100;     
                                ID_RF_enable = 1;        
                                ID_S2 = 0;
                                ID_S1 = 0;
                                ID_S0 = 0;
                                ID_source_registers = 2'b10;
                            end
                            else if(instruction[14:12] == 3'b001) begin
                                ID_load_instr = 0;
                                ID_ALU_op = 4'b0101;     
                                ID_RF_enable = 1;        
                                ID_S2 = 0;
                                ID_S1 = 0;
                                ID_S0 = 0;
                                ID_source_registers = 2'b10;
                            end
                            else if(instruction[14:12] == 3'b101 && instruction[31:25] == 7'b0000000) begin
                                ID_load_instr = 0;
                                ID_ALU_op = 4'b0110;     
                                ID_RF_enable = 1;        
                                ID_S2 = 0;
                                ID_S1 = 0;
                                ID_S0 = 0;
                                ID_source_registers = 2'b10;
                            end
                            else if(instruction[14:12] == 3'b101 && instruction[31:25] == 7'b0100000) begin
                                ID_load_instr = 0;
                                ID_ALU_op = 4'b0111;     
                                ID_RF_enable = 1;        
                                ID_S2 = 0;
                                ID_S1 = 0;
                                ID_S0 = 0;
                                ID_source_registers = 2'b10;
                            end
                        end
            7'b0000011: begin
                            if(instruction[14:12] == 3'b010) begin
                                ID_load_instr = 1;           
                                ID_RF_enable = 1;            
                                ID_Size  = 2'b10;             
                                ID_SE = 0;          
                                ID_E = 1;      
                                ID_S2 = 0;
                                ID_S1 = 0;
                                ID_S0 = 1;
                                ID_ALU_op = 4'b0010;
                                ID_source_registers = 2'b01;
                            end
                            else if(instruction[14:12] == 3'b001) begin
                                ID_load_instr = 1;           
                                ID_RF_enable = 1;            
                                ID_Size  = 2'b01;             
                                ID_SE = 1;          
                                ID_E = 1;      
                                ID_S2 = 0;
                                ID_S1 = 0;
                                ID_S0 = 1;
                                ID_ALU_op = 4'b0010;
                                ID_source_registers = 2'b01;
                            end
                            else if(instruction[14:12] == 3'b101) begin
                                ID_load_instr = 1;           
                                ID_RF_enable = 1;            
                                ID_Size  = 2'b01;             
                                ID_SE = 0;          
                                ID_E = 1;      
                                ID_S2 = 0;
                                ID_S1 = 0;
                                ID_S0 = 1;
                                ID_ALU_op = 4'b0010;
                                ID_source_registers = 2'b01;
                            end
                            else if(instruction[14:12] == 3'b000) begin
                                ID_load_instr = 1;           
                                ID_RF_enable = 1;            
                                ID_Size  = 2'b00;             
                                ID_SE = 1;          
                                ID_E = 1;      
                                ID_S2 = 0;
                                ID_S1 = 0;
                                ID_S0 = 1;
                                ID_ALU_op = 4'b0010;
                                ID_source_registers = 2'b01;
                            end
                            else if(instruction[14:12] == 3'b100) begin
                                ID_load_instr = 1;           
                                ID_RF_enable = 1;            
                                ID_Size  = 2'b00;             
                                ID_SE = 0;          
                                ID_E = 1;      
                                ID_S2 = 0;
                                ID_S1 = 0;
                                ID_S0 = 1;
                                ID_ALU_op = 4'b0010;
                                ID_source_registers = 2'b01;
                            end
                        end
            7'b0100011: begin
                            if(instruction[14:12] == 3'b010) begin
                                ID_load_instr = 0;                 
                                ID_Size = 2'b10;             
                                ID_SE = 0;         
                                ID_E = 1;      
                                ID_RW = 1;
                                ID_S2 = 0;
                                ID_S1 = 1;
                                ID_S0 = 0;
                                ID_ALU_op = 4'b0010;
                                ID_source_registers = 2'b10;
                            end
                            else if(instruction[14:12] == 3'b001) begin
                                ID_load_instr = 0;                 
                                ID_Size = 2'b01;             
                                ID_SE = 0;         
                                ID_E = 1;      
                                ID_RW = 1;
                                ID_S2 = 0;
                                ID_S1 = 1;
                                ID_S0 = 0;
                                ID_ALU_op = 4'b0010;
                                ID_source_registers = 2'b01;
                            end
                            else if(instruction[14:12] == 3'b000) begin
                                ID_load_instr = 0;                 
                                ID_Size = 2'b00;             
                                ID_SE = 0;         
                                ID_E = 1;      
                                ID_RW = 1;
                                ID_S2 = 0;
                                ID_S1 = 1;
                                ID_S0 = 0;
                                ID_ALU_op = 4'b0010;
                                ID_source_registers = 2'b10;
                            end
                        end
            7'b1100011: begin
                            if(instruction[14:12] == 3'b000) begin
                                ID_ALU_op = 4'b0011;
                                ID_RF_enable = 0;                    
                                ID_branchType = 3'b010;                
                                ID_source_registers = 2'b10;
                            end
                            else begin
                                    ID_ALU_op = 4'b0011;
                                    ID_RF_enable = 0; 
                                    ID_branchType = instruction[14:12];  
                                    ID_source_registers = 2'b10;
                                end
                        end
            7'b1101111: begin
                            ID_load_instr = 0;
                            ID_RF_enable = 1;
                            ID_JAL = 1;
                            ID_dataMemAddressInput = 1;
                            ID_source_registers = 2'b00;
                        end
            7'b1100111: begin
                            ID_ALU_op = 4'b0100;
                            ID_load_instr = 0;
                            ID_RF_enable = 1;
                            ID_JALR = 1;
                            ID_dataMemAddressInput = 1;
                            ID_source_registers = 2'b01;
                            ID_S2 = 0;
                            ID_S1 = 0;
                            ID_S0 = 1;
                        end
        endcase
        id_signal = {
                    ID_source_registers,      
                    ID_ALU_op,                  
                    ID_load_instr,                
                    ID_RF_enable,                 
                    ID_S2,                        
                    ID_S1,                        
                    ID_S0,                        
                    ID_branchType,                
                    ID_Size,                      
                    ID_E,                         
                    ID_SE,                        
                    ID_RW,                       
                    ID_dataMemAddressInput,       
                    ID_AUIPC,                     
                    ID_JALR,                      
                    ID_JAL };                     
    end
endmodule
==> flow/constraint.sdc <==
current_design CONTROL_UNIT

set clk_period 3.4
set clk_io_pct 0.2

create_clock -name clk0 -period $clk_period

set non_clock_inputs [all_inputs -no_clocks]
set_input_delay [expr $clk_period * $clk_io_pct] -clock clk0 $non_clock_inputs
set_output_delay [expr $clk_period * $clk_io_pct] -clock clk0 [all_outputs]
==> flow/run.sh <==
#!/bin/bash
# OpenROAD 26Q1-2900-gdf79404cd8, Yosys 0.63+post, stock flow scripts
make -C /OpenROAD-flow-scripts/flow DESIGN_CONFIG=/design/flow/config.mk WORK_HOME=/design/flow/orfs finish
==> flow_summary.yaml <==
# generated from flow reports
synthesis:
  avgSynthCellArea_sq_um: 6.33
  synth.area.top_cells: "buf_4 17%, nor2_1 8.3%, and2_1 5.7%"
  yosysWarningCount: 1
  ys_types: 36
  ys_chip_area_sq_um: 544
  postSynthSeqShare: 0
  top_cell_area_share: 0.166
  ys_cells: 86
  syn-instance-count: 86
  syn_area_sq_um: 544
  yosys.area.top_type: "buf_4"
die:
  core-area_sq_um: 3690
  design.portCount: 55
  floorplan.core_util: 0.148
  placementRows: 22
  die_x_microns: 82
  dieArea_sq_um: 6720
  die_h_microns: 82
routing:
  route.detailed.drc: 0
  n_antenna_cell: 0
  via_per_inst: 4.26
  antenna_left: 0
  first_pass_iters: 4
  wl_per_cell_microns: 12.5
  vias: 763
  wirelength_mm: 2.24
  drtIter0Drc: 14
setup_path:
  path_buffers: 3
  cp_cell_sequence: "clkdlybuf4s50_1, or3_4, or3_4, buf_4, nor3_1, clkdlybuf4s50_1"
  critPathMaxStageDelay_ps: 500
  path_delay_family: "buffers and inverters"
  crit_start: "instruction[4]"
  critPathKind: "in2out"
  worstPathRequired_ps: 2720
  cp-end-kind: "primary output"
  worstPathMaxFanout: 3
  critical-path-slowest-cell: "clkdlybuf4s50_1"
  cp.arrival_ps: 2660
  critPathLaunchType: "input port"
grt:
  grt_pass1_vias: 768
  antenna_found_initial: 0
  grt_overflow: 0
  grt_usage: 0.0654
  grt_start_max_net_pins: 10
  grt_pass1_wl_mm: 3.61
power_and_ir_drop:
  combPwrFrac: 1.000
  total_power_w: 0.0000748
  switching_share: 0.425
  p_int_w: 0.0000430
  p_per_area_nw_per_um2: 67.2
  seqPwrFrac: 0
  p_sw_w: 0.0000318
  p_leak_nw: 0.499
  clkPwrFrac: 0
  vdd_drop_max_uv: 36.3
sta:
  tns_ps: 0
  min_period_ps: 3340
  holdWs_ps: 2040
  finalHoldViolCount: 0
  setup_viol: 0
  min_period_over_period: 0.983
  slew_violations: 0
  fmax_mhz: 299
  grt_setup_unrepaired: "yes"
job:
  tool_warnings: 48
  maxCapViolCount: 0
outcome:
  status: "finished clean"
min_path:
  hold_start: "instruction[2]"
  hp-class: "in2out"
finish:
  clock_buffers: 0
  comb_area_sq_um: 477
  area_growth_pct: 104
  regArea_sq_um: 0
  drive_gt1_frac: 0.267
  nFillCells: 393
  ff_count: 0
clock_tree:
  cts_hold_buf: 0
placement:
  gp_congestion: 0.820
  port_buffers: 39
  post-dp-hpwl_mm: 1.91
Yosys cell counts:
cell	instances
nand4_1	2
a31oi_1	3
o211ai_1	1
or3_4	2
o221ai_1	2
a311o_1	1
nand3_1	2
o22ai_1	1
nor3_1	6
inv_1	3
nand3b_1	1
xor2_1	1
nand2b_1	5
a21oi_1	1
a22o_1	1
nor3b_1	2
and2_1	5
buf_4	12
a31o_2	1
nand2_1	1
nor2b_1	1
or3_2	1
or2_4	1
clkbuf_1	3
o31ai_1	1
nor2_1	12
buf_2	1
o21a_1	2
nor4_1	1
a211o_2	2
nand4b_1	2
o311ai_0	1
or3_1	2
a211oi_1	1
conb_1	1
o21ai_0	1
metal layers:
layer  vias to the layer above  global-route usage  wire length (microns)  share of wire
li1                        395                   -                      -              -
met1                       344              0.0775                    973           0.43
met2                        24               0.114                   1050           0.47
met3                         0              0.0275                    215          0.096
met4                         0                   0                      0              0
met5                         -                   0                      0              0
layout make-up:
cell class,count,share of cell area
Timing Repair Buffer,61,0.507
Inverter,3,0.0101
Tap cell,48,0.0540
Multi-Input combinational cell,67,0.429
layout by cell type, fill, tap and decap left out, drive strengths merged, types with 2 or more instances in the layout:
master / synthesis / routed
inv: 3 / 3
o221ai: 2 / 2
a31oi: 3 / 3
or3: 5 / 5
and2: 5 / 5
nand3: 2 / 2
a211o: 2 / 2
nand2b: 5 / 5
nor3: 6 / 6
o21a: 2 / 2
dlymetal6s2s: 0 / 4
nand4b: 2 / 2
dlygate4sd2: 0 / 4
nor3b: 2 / 2
nand4: 2 / 2
buf: 13 / 22
clkdlybuf4s50: 0 / 31
nor2: 12 / 12
kinds of logic (layout without fill, tap and decap cells):
group,count (synthesis),in the layout,share of synthesized area
and+or+nand+nor,46,46,0.492
AOI/OAI and AO/OA,19,19,0.269
xor gates and xnor gates,1,1,0.0161
other,1,1,0.00689
buffers and inverters,19,64,0.216
what timing repair did:
action                     in CTS  in global routing
gates resized                  10                 10
pin swaps                       2                  2
setup endpoints to repair       8                  6
buffers inserted                2                  0
stage by stage:
stage,utilization,setup WS (ps),cells,cell area [sq um]
floorplan,-,835,86,544
global placement,0.282,-118,177,1040
detailed placement,0.282,-132,177,1040
CTS,0.290,18.2,179,1070
global route,0.302,-17.7,179,1110
finish,0.302,58.2,179,1110
power groups by stage:
stage	sequential (W)	combinational [W]	clock [W]
4_1_cts	0	0.0000718	0
5_1_grt	0	0.0000815	0
6_report	0	0.0000748	0
worst paths after layout:
| check | slack (ps) | cells after the start | end |
|---|---|---|---|
| worst max-delay path | 60 | 6 | id_signal[5] |
| worst min-delay path | 2040 | 6 | id_signal[17] |
worst min-delay path: stages:
cell and delay (ps):
dlygate4sd2_1 220, buf_4 140, nor3_4 50, o221ai_1 60, o22ai_1 70, dlymetal6s2s_1 130
No activity file was given, so power comes from the tool's default toggle rates.
