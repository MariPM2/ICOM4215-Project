$ cat flow/config.mk
export PLATFORM = sky130hd
export DESIGN_NAME = RegisterFile
export DESIGN_NICKNAME = RegisterFile
export VERILOG_FILES = /design/flow/design.v
export SDC_FILE = /design/flow/constraint.sdc
export NUM_CORES = 4
export LEC_CHECK = 1
export CORE_UTILIZATION = 40
$ cat flow/constraint.sdc
current_design RegisterFile

set clk_period 10.0
set clk_io_pct 0.2

create_clock -name clk0 -period $clk_period [get_ports {Clk}]

set non_clock_inputs [all_inputs -no_clocks]
set_input_delay [expr $clk_period * $clk_io_pct] -clock clk0 $non_clock_inputs
set_output_delay [expr $clk_period * $clk_io_pct] -clock clk0 [all_outputs]
$ cat flow/design.v
module multiPlexer(
    output reg [31:0] P, 
    input [31:0] R0,R1,R2,R3,R4,R5,R6,R7,R8,R9,R10,R11,R12,
                R13,R14,R15,R16,R17,R18,R19,R20,R21,R22,R23,
                R24,R25,R26,R27,R28,R29,R30,R31,
    input [4:0] S
    );
always @ (*)
    begin
        case (S)
            5'b00000: P = R0;
            5'b00001: P = R1;  
            5'b00010: P = R2;
            5'b00011: P = R3;
            5'b00100: P = R4;
            5'b00101: P = R5;
            5'b00110: P = R6;
            5'b00111: P = R7;
            5'b01000: P = R8;
            5'b01001: P = R9;
            5'b01010: P = R10;
            5'b01011: P = R11;
            5'b01100: P = R12;
            5'b01101: P = R13;
            5'b01110: P = R14;
            5'b01111: P = R15;
            5'b10000: P = R16;
            5'b10001: P = R17;
            5'b10010: P = R18;
            5'b10011: P = R19;
            5'b10100: P = R20;
            5'b10101: P = R21;
            5'b10110: P = R22;
            5'b10111: P = R23;
            5'b11000: P = R24;
            5'b11001: P = R25;
            5'b11010: P = R26;
            5'b11011: P = R27;
            5'b11100: P = R28;
            5'b11101: P = R29;
            5'b11110: P = R30;
            5'b11111: P = R31;
        endcase 
    end
endmodule 
module binaryDecoder (
        output reg [31:0] O, input [4:0] D, input E
);
        always @ (*) begin 
                if(E == 0)
                        O =  32'b00000000000000000000000000000000;
                else   
                    begin
                        case (D)
                                5'b00000: O = 32'b00000000000000000000000000000001;
                                5'b00001: O = 32'b00000000000000000000000000000010;  
                                5'b00010: O = 32'b00000000000000000000000000000100;
                                5'b00011: O = 32'b00000000000000000000000000001000;
                                5'b00100: O = 32'b00000000000000000000000000010000;
                                5'b00101: O = 32'b00000000000000000000000000100000;
                                5'b00110: O = 32'b00000000000000000000000001000000;
                                5'b00111: O = 32'b00000000000000000000000010000000;
                                5'b01000: O = 32'b00000000000000000000000100000000;
                                5'b01001: O = 32'b00000000000000000000001000000000;
                                5'b01010: O = 32'b00000000000000000000010000000000;
                                5'b01011: O = 32'b00000000000000000000100000000000;
                                5'b01100: O = 32'b00000000000000000001000000000000;
                                5'b01101: O = 32'b00000000000000000010000000000000;
                                5'b01110: O = 32'b00000000000000000100000000000000;
                                5'b01111: O = 32'b00000000000000001000000000000000;
                                5'b10000: O = 32'b00000000000000010000000000000000;
                                5'b10001: O = 32'b00000000000000100000000000000000;
                                5'b10010: O = 32'b00000000000001000000000000000000;
                                5'b10011: O = 32'b00000000000010000000000000000000;
                                5'b10100: O = 32'b00000000000100000000000000000000;
                                5'b10101: O = 32'b00000000001000000000000000000000;
                                5'b10110: O = 32'b00000000010000000000000000000000;
                                5'b10111: O = 32'b00000000100000000000000000000000;
                                5'b11000: O = 32'b00000001000000000000000000000000;
                                5'b11001: O = 32'b00000010000000000000000000000000;
                                5'b11010: O = 32'b00000100000000000000000000000000;
                                5'b11011: O = 32'b00001000000000000000000000000000;
                                5'b11100: O = 32'b00010000000000000000000000000000;
                                5'b11101: O = 32'b00100000000000000000000000000000;
                                5'b11110: O = 32'b01000000000000000000000000000000;
                                5'b11111: O = 32'b10000000000000000000000000000000;
                        endcase 
                end
        end
endmodule
module register32 (
    output reg [31:0] Qs,
    input clk, Ld, 
    input [31:0] Ds
);
    reg[31:0] PW;
    always @  (posedge clk)  
        if(Ld) begin
            PW <= Ds;       
            Qs <= Ds;
        end
endmodule
module RegisterFile (output [31:0] PA, PB, input [31:0] PW, input [4:0] RA, RB, RW, input Clk, LE);
    wire [31:0] Qs0,Qs1,Qs2,Qs3,Qs4,Qs5,Qs6,Qs7,Qs8,Qs9,Qs10,Qs11,Qs12,Qs13,Qs14,Qs15,Qs16,Qs17,Qs18,Qs19,Qs20,Qs21,Qs22,Qs23,Qs24,Qs25,Qs26,Qs27,Qs28,Qs29,Qs30,Qs31;
    wire [31:0] O;
    binaryDecoder BD1 (O,RW,LE);
    register32 R0 (Qs0,Clk,O[0] ,PW);
    register32 R1 (Qs1,Clk,O[1] ,PW);
    register32 R2 (Qs2,Clk,O[2] ,PW);
    register32 R3 (Qs3,Clk,O[3] ,PW);
    register32 R4 (Qs4,Clk,O[4] ,PW);
    register32 R5 (Qs5,Clk,O[5] ,PW);
    register32 R6 (Qs6,Clk,O[6] ,PW);
    register32 R7 (Qs7,Clk,O[7] ,PW);
    register32 R8 (Qs8,Clk,O[8] ,PW);
    register32 R9 (Qs9,Clk,O[9] ,PW);
    register32 R10 (Qs10,Clk,O[10] ,PW);
    register32 R11 (Qs11,Clk,O[11] ,PW);
    register32 R12 (Qs12,Clk,O[12] ,PW);
    register32 R13 (Qs13,Clk,O[13] ,PW);
    register32 R14 (Qs14,Clk,O[14] ,PW);
    register32 R15 (Qs15,Clk,O[15] ,PW);
    register32 R16 (Qs16,Clk,O[16] ,PW);
    register32 R17 (Qs17,Clk,O[17] ,PW);
    register32 R18 (Qs18,Clk,O[18] ,PW);
    register32 R19 (Qs19,Clk,O[19] ,PW);
    register32 R20 (Qs20,Clk,O[20] ,PW);
    register32 R21 (Qs21,Clk,O[21] ,PW);
    register32 R22 (Qs22,Clk,O[22] ,PW);
    register32 R23 (Qs23,Clk,O[23] ,PW);
    register32 R24 (Qs24,Clk,O[24] ,PW);
    register32 R25 (Qs25,Clk,O[25] ,PW);
    register32 R26 (Qs26,Clk,O[26] ,PW);
    register32 R27 (Qs27,Clk,O[27] ,PW);
    register32 R28 (Qs28,Clk,O[28] ,PW);
    register32 R29 (Qs29,Clk,O[29] ,PW);
    register32 R30 (Qs30,Clk,O[30] ,PW);
    register32 R31 (Qs31,Clk,O[31] ,PW);
    multiPlexer mpPA (PA, 32'h00000000,Qs1,Qs2,Qs3,Qs4,Qs5,Qs6,Qs7,Qs8,Qs9,Qs10,Qs11,Qs12,Qs13,Qs14,Qs15,
        Qs16,Qs17,Qs18,Qs19,Qs20,Qs21,Qs22,Qs23,Qs24,Qs25,Qs26,Qs27,Qs28,Qs29,Qs30,Qs31, RA);
    multiPlexer mpPB (PB, 32'h00000000,Qs1,Qs2,Qs3,Qs4,Qs5,Qs6,Qs7,Qs8,Qs9,Qs10,Qs11,Qs12,Qs13,Qs14,Qs15,
        Qs16,Qs17,Qs18,Qs19,Qs20,Qs21,Qs22,Qs23,Qs24,Qs25,Qs26,Qs27,Qs28,Qs29,Qs30,Qs31, RB);
endmodule 
$ cat flow/run.sh
#!/bin/bash
# OpenROAD 26Q1-2900-gdf79404cd8, Yosys 0.63+post, stock flow scripts
make -C /OpenROAD-flow-scripts/flow DESIGN_CONFIG=/design/flow/config.mk WORK_HOME=/design/flow/orfs finish
==> impl_metrics.json <==
{
  "yosys.area.top_type": "edfxtp_1",
  "seq_area_frac_synth_pct": 68.6,
  "dr.pass1.iters": 9,
  "placed_cells": 4565,
  "cp-end-kind": "primary output",
  "busiest_layer": "met2",
  "initial_core_util_pct": 40.5,
  "p_leak_nw": 16.4,
  "crit_chain": "clkdlybuf4s50_1 -> buf_4 -> nor2_4 -> buf_12 -> and2_2 -> buf_4 -> a22oi_1 -> and3_1 -> nand4_1 -> clkdlybuf4s50_1",
  "routedWlPerCell_um": 42.1,
  "min_period_ns": 8.29,
  "crit_type": "primary input to primary output",
  "ys_ff": 992,
  "drv_slew": 0,
  "grt_usage_pct": 39.1,
  "tns_ns": 0,
  "cts_tree": "yes",
  "synthesis.instances": 3169,
  "clk_transition_reported_paths_ns": 0.06,
  "status": "finished clean",
  "drc": 0,
  "grt_pass1_vias": 36500,
  "cts.path.max_buffers": 3,
  "drive_gt1_share_pct": 13.2,
  "hold_violations": 0,
  "cpLargestDelayFamily": "buffers and inverters",
  "async_flop_share_pct": 0,
  "slowest_stage": "clkdlybuf4s50_1",
  "place_hpwl_mm": 119,
  "finish.utilization_pct": 46.8,
  "h-tree-depth": 3,
  "io_pins": 113,
  "rows": 120,
  "top_cell": "edfxtp_1",
  "critPathRequiredTime_ns": 8.00,
  "hp-class": "primary input to flop",
  "cp_num_cells": 10,
  "met1_usage_pct": 43.1,
  "syn_to_final_growth_pct": 15.6,
  "tool_warnings": 25,
  "synthesis.area_um2": 43400,
  "hold_depth": 2,
  "numCtsBuffers": 105,
  "rsz0062_at_grt": "no",
  "antenna_found_initial": 12,
  "cts_setup_buffers": 0,
  "yosys.area.top_type_share_pct": 68.6,
  "vias": 34900,
  "ctsHoldBuffers": 0,
  "path_max_fanout": 66,
  "max-slew-margin-rel_pct": 32.0,
  "die_y_um": 332,
  "startpoint_type": "primary input",
  "place.port_buffers": 112,
  "ys_area_um2": 43400,
  "cts-root-buf": "clkbuf_16",
  "ff_type": "edfxtp_1",
  "grt_overflow": 0,
  "ys_cells": 3169,
  "synth-edff-count": 992,
  "coreArea_um2": 107000,
  "cts_resized": 0,
  "post_synth.cell_area_avg_um2": 13.7,
  "critPathArrivalTime_ns": 6.29,
  "crit_buf_inv": 5,
  "drt_wl_total_mm": 200,
  "max_freq_mhz": 121,
  "drv_cap": 0,
  "area_leaders": "edfxtp_1 (69%), a22oi_1 (7.2%), nand3_1 (5.5%)",
  "fin_crit_sh_pct": 82.9,
  "grtUsageMet2_pct": 50.4,
  "die_w_um": 332,
  "fin_cells": 4766,
  "cpPeakStageDelay_ns": 0.75,
  "max-vdd-ir-drop_uv": 139,
  "top_cells_by_count": "edfxtp_1 (992), nand3_1 (476), a22oi_1 (416)",
  "grt_first_pass_wirelength_mm": 275,
  "ys_warn_count": 3,
  "drt_iter0_markers": 4032,
  "chipArea_um2": 110000,
  "grt_max_degree": 67,
  "met3_usage_pct": 34.7,
  "clkSinkCount": 992,
  "worst_pin_slew_ns": 1.02,
  "powerDensity_nw_per_um2": 182,
  "ys_types": 51,
  "postRouteAntennaNets": 0,
  "place_congestion": 1.04,
  "setup_viol": 0,
  "vias_per_cell": 7.31
}
-- metrics by stage --
step | total power (W) | worst slack (ns) | cell area, um^2 | hold slack (ns)
floorplan | 0.00495 | 4.33 | 43400 | 2.10
global placement | 0.00534 | 1.87 | 46900 | 2.82
detailed placement | 0.00534 | 1.90 | 46900 | 2.82
CTS | 0.00910 | 1.93 | 50200 | 2.08
global route | 0.00929 | 1.65 | 50200 | 2.10
finish | 0.00912 | 1.71 | 50200 | 2.09
-- cells in the final DEF, fill, tap and decap left out, types with 63 or more instances in the layout --
cell             instances
nand4_1                189
a22oi_1                416
edfxtp_1               992
clkdlybuf4s50_1        111
clkbuf_16              106
nand3_1                476
buf_4                  183
a2111oi_0               63
and3_1                 231
-- logic make-up (layout without fill, tap and decap cells) --
| group | after synthesis | after routing | synth area share (%) |
|---|---|---|---|
| AND/OR/NAND/NOR | 1151 | 1151 | 15.0 |
| multiplexers | 32 | 32 | 0.859 |
| buffers and inverters | 304 | 488 | 2.78 |
| other | 0 | 10 | 0 |
| AND-OR/OR-AND | 690 | 690 | 12.7 |
| flip-flops | 992 | 992 | 68.6 |
-- area by class of cell --
type | count | area (um^2)
clock inverters | 66 | 573
repair buffers | 295 | 2500
well taps | 1403 | 1760
multi-input cells | 1873 | 12800
flip-flops and latches | 992 | 29800
inverters | 2 | 7.51
fillers | 9148 | 57100
diodes | 10 | 25.0
clock buffers | 125 | 2720
-- path summary, 6_finish.rpt --
path,start,endpoint,slack (ns)
max,RB[3],PB[5],1.71
min,PW[10],R28.Qs[10],2.09
-- report_power, final --
part	switching (W)	internal (W)	total (W)	leakage [nW]
Sequential	0.0000272	0.00463	0.00465	8.94
Clock	0.00167	0.00217	0.00383	1.61
Combinational	0.000426	0.000204	0.000629	5.85
Total	0.00212	0.00700	0.00912	16.4
-- routing by layer --
layer,vias up,wire [um]
li1,13500,-
met1,16500,60300
met2,3921,81300
met3,890,43300
met4,44,14700
met5,-,981
No activity file was given, so power comes from the tool's default toggle rates.
