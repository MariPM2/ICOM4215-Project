`design/flow/design.v`:
```
module IF_MUX(
    output reg[31:0] pc_in,
    input wire[31:0] ex_TA,
    input wire[31:0] ex_alu,
    input wire[31:0] id_TA,
    input wire[31:0] adder_out,
    input [2:0] decision_output
    );
    always @(*) begin
        if (decision_output == 3'b001) begin
            pc_in = ex_TA;
        end
        else if (decision_output == 3'b010) begin
            pc_in = id_TA;
        end
        else if (decision_output == 3'b011) begin
            pc_in = ex_alu;
        end
        else pc_in = adder_out;
    end
endmodule
```
`design/flow/run.sh`:
```
#!/bin/bash
# OpenROAD 26Q1-2900-gdf79404cd8, Yosys 0.63+post, stock flow scripts
make -C /OpenROAD-flow-scripts/flow DESIGN_CONFIG=/design/flow/config.mk WORK_HOME=/design/flow/orfs finish
```
`design/flow/config.mk`:
```
export PLATFORM = sky130hd
export DESIGN_NAME = IF_MUX
export DESIGN_NICKNAME = IF_MUX
export VERILOG_FILES = /design/flow/design.v
export SDC_FILE = /design/flow/constraint.sdc
export NUM_CORES = 4
export LEC_CHECK = 1
export CORE_AREA = 10 10 84 84
export DIE_AREA = 0 0 94 94
```
`design/flow/constraint.sdc`:
```
current_design IF_MUX

set clk_period 4.1
set clk_io_pct 0.2

create_clock -name clk0 -period $clk_period

set non_clock_inputs [all_inputs -no_clocks]
set_input_delay [expr $clk_period * $clk_io_pct] -clock clk0 $non_clock_inputs
set_output_delay [expr $clk_period * $clk_io_pct] -clock clk0 [all_outputs]
```
==> notes.md <==
run metrics: Slew @ Worst Pin=0.679 ns, final wirelength=7270 um, Worst Hold Path EP=pc_in[25], register share after synthesis=0%, CORE AREA=5200 sq um, dpl cell area=3010 sq um, setup bufs post-CTS=0, # clk buffers=0, post-synthesis cell count=152, CP required=around 3.3 ns, setup TNS=0 ns, fraction of layout instances using a drive strength above 1=approximately 14%, combinational power share=around 100%, Placement Setup Slack=0.285 ns, initial DRC count=53, crit-path max cell delay=0.61 ns, maximum vdd drop=0.0455 mV, count of different cell masters after synthesis=12, hold path depth=4, Post-CTS Resized=0, Seq. cell area=0 sq um, diodes inserted=0, relative slew slack=54.6%, cts hold-fix bufs=0, Die Y=94 um, most frequent cells in the layout=clkdlybuf4s50_1, mux2i_1, inv_1, nor4b_1, a221oi_2, Antenna Nets Post-Route=0, most frequent logic cell in the layout=clkdlybuf4s50_1, flop count=0, Min-Delay Startpoint=adder_out[25], GRT overflow=0, Post-Syn Area=1410 sq um, Core Util, Final=57.8%, IO buf count=around 160, fin crit share=92.0%, Global Route Usage Sum=between 15 and 20%, first-pass GRT wire length=around 11000 um, P_int=218 uW, sw frac=30.5%, crit-path max FO=18, status=finished, final reports clean, Top Ports=approximately 160, gpl congestion=0.874, P&R area growth vs syn=113%, largest net degree at the start of global routing=33, Setup-failing EPs final=0, Die W=~94 um, HP Class=in -> out, Crit path depth=5, Vias=1806, worst path cell trace=clkdlybuf4s50_1, nor2b_4, buf_4, a221oi_2, clkdlybuf4s50_1, Leak Pwr=1.17 nW, final instance area=3010 sq um, Rows=26, vias in the first global route=1881, post-synthesis area per instance=9.29 sq um, WP data arrival=2.95 ns, fillers=about 480, crit path capture type=output pin, Net Sw Power=between 90 and 100 uW, Reg power frac=0%, WP buf/inv=3, chip area=8840 sq um, Top Family by Delay on Critical Path=buffers and inverters, Worst setup SP type=primary input, DR vias/cell=4.85, drt wl/cell=19.5 um, Hold Violations, Final=0, tool warnings=33, initial antenna violation count=0, 1st-pass router iterations=4, CP max stage cell=nor2b_4, Max-cap violations=0, Warnings, synthesis=1, Pwr per Cell Area=104 nW/um^2, post-route minimum period=~3.8 ns, # Cells Yosys=about 150, Clock power frac=0%, fmax=about 0.27 GHz, post-detail-place hpwl=6210 um, synthesis area per yosys=roughly 1400 sq um, RSZ-0062 raised after global routing=false, Core Util at FP=27.1%, most frequent CP cell=clkdlybuf4s50_1, DRC errors left=0, Final WS setup=0.329 ns, Setup Crit Path Kind=in -> out, fin. max-slew vios=0
## power groups by stage
stage     sequential, mW  combinational [mW]  clock (mW)
4_1_cts                0               0.318           0
5_1_grt                0               0.339           0
6_report               0               0.314           0
## per-stage QoR
| step | std cells | hold WS [ns] | power (mW) |
|---|---|---|---|
| floorplan | 152 | 1.71 | 0.123 |
| global placement | 372 | 2.55 | 0.318 |
| detailed placement | 372 | 2.56 | 0.317 |
| CTS | 372 | 2.56 | 0.318 |
| global route | 372 | 2.58 | 0.339 |
| finish | 372 | 2.55 | 0.314 |
## cells by family after synthesis
group,count (synthesis),synth area share (%)
muxes,32,22.7
and+or+nand+nor,33,20.8
buffers and inverters,54,21.5
AOI/OAI and AO/OA,33,34.9
## how the worst max path moves through the flow
stage,startpoint,to,slack [ns]
CTS,decision_output[2],pc_in[21],0.28
global route,decision_output[2],pc_in[2],0.17
finish,decision_output[2],pc_in[21],0.33
## area by class of cell
type | instances | area, sq um | area share [%]
repair buffers | 172 | 1690 | 56.3
multi-input cells | 98 | 1110 | 36.8
inverters | 32 | 120 | 3.99
well taps | 70 | 87.6 | 2.91
## metal layers
metal  GRT usage [%]  up-vias  part of all wire (%)
li1                -      908                     -
met1            19.7      796                    43
met2            25.6      102                    46
met3            5.41        0                    11
met4               0        0                     0
met5               0        -                     0
## synthesized netlist by cell type
cell      count  share of area [%]
inv_1        32                8.5
mux2i_1      32                 23
nor4b_1      32                 20
a221oi_2     31                 33
buf_6        12                9.6
buf_2         5                1.8
clkbuf_1      3               0.80
a221oi_1      1               0.62
buf_4         1               0.53
clkbuf_2      1               0.35
nor2b_4       1               0.97
o21bai_4      1                1.3
Power is estimated from default activity; no workload was simulated.
